==> run.sh <==
#!/bin/bash
# OpenROAD 26Q1-2900-gdf79404cd8, Yosys 0.63+post, stock flow scripts
make -C /OpenROAD-flow-scripts/flow DESIGN_CONFIG=/design/flow/config.mk WORK_HOME=/design/flow/orfs finish
==> config.mk <==
export PLATFORM = sky130hd
export DESIGN_NAME = mux4
export DESIGN_NICKNAME = mux4
export VERILOG_FILES = /design/flow/design.v
export SDC_FILE = /design/flow/constraint.sdc
export NUM_CORES = 4
export LEC_CHECK = 1
export CORE_AREA = 10 10 76 76
export DIE_AREA = 0 0 86 86
==> constraint.sdc <==
current_design mux4

set clk_period 1.5
set clk_io_pct 0.2

create_clock -name clk0 -period $clk_period

set non_clock_inputs [all_inputs -no_clocks]
set_input_delay [expr $clk_period * $clk_io_pct] -clock clk0 $non_clock_inputs
set_output_delay [expr $clk_period * $clk_io_pct] -clock clk0 [all_outputs]
==> design.v <==
module mux4 #(
  parameter WIDTH = 32
) (
  input wire [WIDTH-1:0] i_d00, i_d01, i_d10, i_d11,
  input wire [1:0] i_s,
  output reg [WIDTH-1:0] o_y
);
  always @* begin
    case (i_s)
      2'b00: o_y <= i_d00;
      2'b01: o_y <= i_d01;
      2'b10: o_y <= i_d10;
      2'b11: o_y <= i_d11;
      default: o_y <= {WIDTH{1'bX}};
    endcase
  end
endmodule
==> git commit body <==
Record implementation results from latest flow run

- CP delay by family, top: buffers and inverters
- Post-detailed-route via-to-cell ratio: 4.693
* Die Span X: 86 um
* Number of fill cells in the layout: 418
- At the end of the flow the core is filled with cells to 0.5485.
- Worst ir drop on vdd: 98.18 uV
* Total routing resource utilization after global routing: 0.1575
- Unique masters post-synth: 5
- Number of global-route vias before repair: 1,357
- Total of endpoints with negative setup slack in the final report: 0
* Portion of the clock cycle consumed by the worst path in the final layout: 0.9890
- For this design, the slowest cell found on the critical path is mux4_2.
- Per the GRT log, the top usage layer is met2.
- Series of cell instances along the critical path: clkdlybuf4s15_2 -> buf_4 -> mux4_2 -> buf_2
- Routed len/inst: 23.51 um
- According to the report, the first pass of detailed routing completed in 4 iterations.
* Number of cells on the worst hold path: 3
- Number of buffer cells added on primary ports: 162
- Of the total power, combinational logic draws 1.000.
* Worst hold path startpoint: i_d10[0]
* Minimum clock period after layout: 1.483 ns
* WHS Endpoint: o_y[0]
- Area growth from synthesis to layout: 177.1%
* Setup CP Type: in -> out
- For this run, global-route usage on met2 was measured as 0.2786.
* Area of the die: 0.007396 sq mm
- The analysis attributes to net switching a power of 0.1367 mW.
- The biggest area contributor in the post-synthesis netlist is mux4_2.
- Residual overflow from global routing: 0
- Number of warnings the tools reported: 34
- Switching power as a fraction of the total was reported as 0.2525.
* Largest net degree at the start of global routing: 8
* Via count: 1,192
- Number of nets still failing antenna checks after routing: 0
* Comb gate area: 720.7 sq um
- The largest single stage delay on the critical path is 0.30 ns.
- Total count of max-transition violations in the final report: 0
- The share of total power dissipated in the clock network is 0.
- Final Hold Viols: 0
- Endpoint arrival time on the critical path: 1.18 ns
* Static power due to leakage: 1.097 nW
- Initial antenna violation count: 0
* Main area contributors: mux4_2 (83%), buf_12 (7.4%), mux4_1 (6.5%)
* Sequential share of the synthesized area: 0
- Summing every instance area after synthesis gives 814.5 sq um.
- Reg area: 0 sq um
* Internal power consumption: 0.4047 mW
- Count of buffers added by post-CTS timing repair for setup: 0
- Along the worst path, the maximum fanout reaches 7.
* Placer congestion estimate: 0.9318
* Met1 global-route usage: 0.1937
- Ranking logic cells in the layout by count gives the top entries dlygate4sd2_1 (128), mux4_2 (32), buf_2 (31).
* Wirelength, routed: 5971 um
* Clock buffer count in the final layout: 0
* Placement Setup Slack: -0.6107 ns
* Run status: completed
- On met3, the global router reports a usage of 0.05243.
* Synth top area share: 0.8295
* Fin worst setup slack: 0.01656 ns
- Total power normalized to cell area comes to 239.9 mW/mm^2.
* Worst min path class: in -> out
* Most frequent logic cell in the layout: dlygate4sd2_1
* Post-route DRC: 0
* Element type at the critical path start: primary input
- Instance tally after logic synthesis: 39
* HPWL after DPL: 5253 um
- Relative contribution of sequential cells to total power: 0
- STA classifies the critical path endpoint as an output pin.
* Fmax: 674.1 MHz
- Chip height: 86 um
- Hold is met by 1.081 ns.
- Per the slew report, the remaining headroom to the max-slew limit stands at 0.8926.
- Global-route wire length before repair: 8921 um
* Count of buffer and inverter cells on the critical path: 3
- In the synthesis report, Yosys lists the chip area as 814.5 sq um.
* Count of instantiated cells in the yosys netlist: 39
- Sequential cells placed in the final layout were counted as 0.
- Violation tally from detailed-route iteration zero: 19
- At the pin with the least slew margin, the transition time is 0.1610 ns.
* Required time reported for the critical path endpoint: 1.20 ns
- During I/O placement, the number of pins put on the boundary was 162.
- Unrepaired setup endpoints after global routing: true
- In the floorplan report the effective utilization is 0.1979.
* Number of hold buffers added after cts: 0
- Share of final-layout standard cells stronger than drive strength 1: 0.3725
- The region available for standard cell placement spans 0.004115 sq mm.
- Mean cell area of the mapped netlist: 20.89 sq um
- For this run, the number of Yosys warnings is 1.
- Row Count: 23
- The number of antenna diodes in the final layout is 0.
- Max-capacitance violation count: 0
-- power groups by stage --
stage / clock (mW) / combinational [mW] / sequential [mW]
after CTS: 0 / 0.554 / 0
after global routing: 0 / 0.588 / 0
final: 0 / 0.541 / 0
-- through the flow --
stage	total power, mW	instances	area, sq um	TNS, ns
detailed placement	0.7165	250	2477	-18.40
finish	0.5414	254	2257	0
global route	0.5880	254	2257	-0.3516
floorplan	0.1885	39	814.5	0
CTS	0.5541	254	2257	0
global placement	0.7147	250	2477	-18.33
-- worst max-delay path by stage --
stage | end | startpoint | cells after the start | slack, ns
finish | o_y[18] | i_s[1] | 4 | 0.02
CTS | o_y[30] | i_s[1] | 4 | 0.0009
global route | o_y[11] | i_s[1] | 4 | -0.03
-- synthesized netlist by cell type --
cell,n
buf_12,3
buf_2,3
buf_6,1
mux4_1,2
mux4_2,30
-- metal layers --
layer  wire [um]  share of wire  vias to the layer above
li1            -              -                      537
met1        2179           0.36                      562
met2        3169           0.53                       89
met3         618           0.10                        4
met4           4        0.00067                        0
met5           0              0                        -
-- layout make-up --
type	count	area share
multi-input cells	32	0.3193
well taps	50	0.02772
repair buffers	172	0.6530
-- cells by family (layout without fill, tap and decap cells) --
logic type,count (synthesis),count (layout),share of synthesized area
buffers and inverters,7,172,0.1060
multiplexers,32,32,0.8940
-- timing repair --
item,CTS,global route
gates resized,245,0
cloned,4,0
endpoints found under the setup margin,32,28
Power is estimated from default activity; no workload was simulated.
