--- /design/flow/run.sh ---
#!/bin/bash
# OpenROAD 26Q1-2900-gdf79404cd8, Yosys 0.63+post, stock flow scripts
make -C /OpenROAD-flow-scripts/flow DESIGN_CONFIG=/design/flow/config.mk WORK_HOME=/design/flow/orfs finish
--- /design/flow/constraint.sdc ---
current_design decimal_display

set clk_period 1.1
set clk_io_pct 0.2

create_clock -name clk0 -period $clk_period

set non_clock_inputs [all_inputs -no_clocks]
set_input_delay [expr $clk_period * $clk_io_pct] -clock clk0 $non_clock_inputs
set_output_delay [expr $clk_period * $clk_io_pct] -clock clk0 [all_outputs]
--- /design/flow/design.v ---
module decimal_decoder (
  input wire [3:0] i_num,
  output reg [6:0] o_seg7
);
  always @* begin
    case (i_num)
      4'd0: o_seg7 <= 7'b100_0000;
      4'd1: o_seg7 <= 7'b111_1001;
      4'd2: o_seg7 <= 7'b010_0100;
      4'd3: o_seg7 <= 7'b011_0000;
      4'd4: o_seg7 <= 7'b001_1001;
      4'd5: o_seg7 <= 7'b001_0010;
      4'd6: o_seg7 <= 7'b000_0010;
      4'd7: o_seg7 <= 7'b101_1000;
      4'd8: o_seg7 <= 7'b000_0000;
      4'd9: o_seg7 <= 7'b001_0000;
      default: o_seg7 <= 7'bXXX_XXXX;
    endcase
  end
endmodule
module decimal_display (
  input wire [23:0] i_num,
  output wire [6:0] o_hex0,
  output wire [6:0] o_hex1,
  output wire [6:0] o_hex2,
  output wire [6:0] o_hex3,
  output wire [6:0] o_hex4,
  output wire [6:0] o_hex5
);
  genvar i;
  wire [41:0] s_hex;
  generate
    for(i = 0; i < 6; i=i+1) begin: gen_decoder
      decimal_decoder dec0(
        .i_num(i_num[i*4+3:i*4]),
        .o_seg7(s_hex[i*7+6:i*7])
      );
    end
  endgenerate
  assign o_hex0 = s_hex[6:0];
  assign o_hex1 = s_hex[13:7];
  assign o_hex2 = s_hex[20:14];
  assign o_hex3 = s_hex[27:21];
  assign o_hex4 = s_hex[34:28];
  assign o_hex5 = s_hex[41:35];
endmodule
--- /design/flow/config.mk ---
export PLATFORM = sky130hd
export DESIGN_NAME = decimal_display
export DESIGN_NICKNAME = decimal_display
export VERILOG_FILES = /design/flow/design.v
export SDC_FILE = /design/flow/constraint.sdc
export NUM_CORES = 4
export LEC_CHECK = 1
export CORE_AREA = 10 10 70 70
export DIE_AREA = 0 0 80 80
==> results.toml <==
# yosys + openroad results
[yosys]
ys_sh_aoi_pct = 9.92
synthSimpleGateAreaFrac_pct = 31.3
yosys-stat-area_um2 = 946
yosys.area.top_type = "ha_1"
muxShareOfSynthArea_pct = 9.52
fa_ha_area_share_pct = 39.7
synth.logic.top_family = "adder cells"
yosysWarnings = 1
top_area_share_pct = 39.7
avgSynthCellArea_um2 = 7.69
synth.most_common_cell = "ha_1"
synthesis.area_um2 = 946
yosysUniqueCellTypes = 15
top_cells_by_area = "ha_1, mux2i_1, inv_1, nand2b_1, a21oi_1"
yosys.stat.seqShare_pct = 0
netlist_instances = 123
synth_stat.cells = 123
yosys-top-cells-count = "ha_1, inv_1"
ys_sh_xor_pct = 0

[placement]
dp_cells = 269
gp_congestion = 0.803
dp_hpwl_um = 2670
numPortBuffers = 66
place_area_mm2 = 0.00191

[layout]
stdcell_count = 276
final-comb-area_mm2 = 0.00132
fill_cells = 218
regArea_um2 = 0
final_cell_area_mm2 = 0.00242
drive_above_1_share_pct = 83.0
nClkBuffers = 0
final_core_util_pct = 70.8
areaGrowthSynthToFinish_pct = 156
design.seq.count = 0

[global_route]
grt_pass1_vias = 1294
grt.total_usage_pct = 11.0
grt_max_degree = 9
grt_first_pass_wirelength_um = 6120
antenna_found_initial = 0
gr-total-overflow = 0

[worst_setup_path]
endpoint_kind = "output port"
required_ns = 0.88
crit_fanout = 2
crit_arrival_ns = 0.99
startpoint_type = "primary input"
crit_type = "primary input to output port"

[status]
violations = "negative setup slack"
status = "finished with violations"

[final_timing]
slew_violations = 0
slew_headroom_pct = 88.6
worst_slew_pin_slew_ns = 0.167
period_used_pct = 110
fmax_mhz = 825
period_minus_slack_ns = 1.21
rsz0062_at_grt = "true"
hold_viol_final = 0
setup_violations = 12
fin_ws_ns = -0.112

[clock_tree]
postCtsHoldBufs = 0

[die]
chip_area_mm2 = 0.00640
core_area_mm2 = 0.00342
fp_util_pct = 27.7
die_x_um = 80
rows = 21
die_h_um = 80
pin_count = 66

[routing]
vias_per_cell = 4.37
routed_wl_um = 3660
drc_errors = 0
dr.pass1.iters = 4
ant_nets = 0
vias = 1207
drt-initial-drc-count = 12
n_antenna_cell = 0
wl_per_cell_um = 13.2

[power_and_ir_drop]
power_leakage_nw = 1.15
vdd_drop_max_mv = 0.186
power.density_mw_per_mm2 = 324

[min_path]
hold_class = "primary input to output port"

[flow_run]
max_cap_violations = 0
warnings = 58
==> layer usage <==
layer	up-vias	track usage, %	part of all wire, %
li1	619	-	-
met1	557	15.4	48
met2	31	17.4	46
met3	0	2.50	5.5
met4	0	0.352	0
met5	-	0	0
==> where the power goes <==
part	switching [W]	internal, W	total [W]
clock	0	0	0
sequential	0	0	0
combinational	0.000321	0.000463	0.000784
==> final timing paths <==
| path | from | endpoint | cells after the start |
|---|---|---|---|
| worst min-delay path | i_num[14] | o_hex3[2] | 3 |
| worst max-delay path | i_num[13] | o_hex3[3] | 8 |
==> cell type report <==
type,count,share of cell area [%]
inverter,15,4.71
multi-input combinational,105,54.6
tap,46,2.38
timing repair buffer,110,38.4
==> cell usage in the layout, fill, tap and decap left out, types with 5 or more instances in the layout <==
cell | synthesis | layout
ha_1 | 30 | 6
a21oi_2 | 3 | 11
mux2i_1 | 9 | 9
buf_2 | 0 | 44
buf_8 | 0 | 11
buf_4 | 0 | 12
nand2_1 | 9 | 8
nor3_2 | 0 | 5
or2_1 | 6 | 6
inv_6 | 0 | 7
nand2b_4 | 0 | 8
nor2_1 | 9 | 5
nor3b_2 | 0 | 6
ha_4 | 0 | 21
buf_6 | 3 | 36
==> per-stage QoR <==
step	setup WS [ns]	setup TNS [ns]	total power, W	hold slack, ns
floorplan	0.0912	0	0.000175	0.450
global placement	-0.963	-34.54	0.000583	1.48
detailed placement	-0.966	-34.74	0.000587	1.47
CTS	-0.115	-0.672	0.000742	0.747
global route	-0.131	-1.32	0.000859	0.755
finish	-0.112	-0.342	0.000784	0.740
==> cells by family (layout without fill, tap and decap cells) <==
family	after synthesis	in the layout
mux	9	9
buf+inv	18	125
fa+ha+maj	30	30
simple gates	51	51
compound gates	15	15
==> critical path, stage by stage <==
cell,delay [ns]
buf_8,0.11
inv_6,0.05
buf_6,0.09
ha_4,0.12
nand2b_4,0.06
buf_6,0.11
a21oi_2,0.11
buf_2,0.11
==> timing repair <==
item / 4_1_cts / 5_1_grt
endpoints found under the setup margin: 42 / 36
buffers inserted: 9 / 0
gates resized: 372 / 33
pin swaps: 43 / 28
Power figures rest on the tool's default switching activity, not on a simulated workload.
