===== /design/flow/config.mk =====
export PLATFORM = sky130hd
export DESIGN_NAME = top
export DESIGN_NICKNAME = top
export VERILOG_FILES = /design/flow/design.v
export SDC_FILE = /design/flow/constraint.sdc
export NUM_CORES = 4
export LEC_CHECK = 1
export CORE_UTILIZATION = 40

===== /design/flow/constraint.sdc =====
current_design top

set clk_period 5.7
set clk_io_pct 0.2

create_clock -name clk0 -period $clk_period [get_ports {clk}]

set non_clock_inputs [all_inputs -no_clocks]
set_input_delay [expr $clk_period * $clk_io_pct] -clock clk0 $non_clock_inputs
set_output_delay [expr $clk_period * $clk_io_pct] -clock clk0 [all_outputs]

===== /design/flow/design.v =====
module toggle #(
  parameter INIT = 1'b1
)(
  input wire clk, i_sclr, i_en,
  output wire o_sw
);
  reg r_sw;
  always @(posedge clk) begin
    if (i_sclr) begin
      r_sw <= INIT;
    end else if (i_en) begin
      r_sw <= ~r_sw;
    end
  end
  assign o_sw = r_sw;
endmodule
module flopr_en #(
  parameter WIDTH = 32
) (
  input wire clk, i_sclr, i_en,
  input wire [WIDTH-1:0] i_a,
  output reg [WIDTH-1:0] o_y
);
  always @(posedge clk) begin
    if (i_sclr) begin
      o_y <= {WIDTH{1'b0}};
    end else if (i_en) begin
      o_y <= i_a;
    end
  end
endmodule
module counterN_en #(
  parameter ULIMIT = 9,
  parameter WIDTH = 4
) (
  input wire clk, i_sclr, i_en,
  output wire [WIDTH-1:0] o_cnt
);
  wire [WIDTH-1:0] w_cnt_0, w_cnt_1;
  flopr_en #(WIDTH) flopr_en0(
    .clk(clk),
    .i_sclr(i_sclr),
    .i_en(i_en),
    .i_a(w_cnt_0),
    .o_y(w_cnt_1)
  );
  assign w_cnt_0 = (w_cnt_1 == ULIMIT-1'b1) ? {WIDTH{1'b0}} : w_cnt_1 + 1'b1;
  assign o_cnt = w_cnt_1;
endmodule
module enableN_gen #(
  parameter ULIMIT = 10,
  parameter WIDTH = 4
) (
  input wire clk, i_sclr,
  output wire o_en
);
  wire [WIDTH-1:0] s_cnt;
  counterN_en #(ULIMIT, WIDTH) counterN_en0 (
    .clk(clk), .i_sclr(i_sclr), .i_en(1'b1),
    .o_cnt(s_cnt)
  );
  assign o_en = (s_cnt == ULIMIT-1) ? 1'b1 : 1'b0;
endmodule
module px_clk (
  input wire clk, i_sclr,
  output wire o_px_clk,
  output wire o_ven
);
  localparam WIDTH = 800;
  toggle #(1'b0) toggle0 (
    .clk(clk),
    .i_sclr(i_sclr),
    .i_en(1'b1),
    .o_sw(o_px_clk)
  );
  enableN_gen #(WIDTH*2, 11) enableN_gen0(
    .clk(clk), .i_sclr(i_sclr),
    .o_en(o_ven)
  );
endmodule
module hsync (
  input wire clk, i_sclr, i_px_clk,
  output wire o_hsync_enb, o_addr_enb,
  output wire [9:0] o_idx
);
  localparam PULSE_UTIME = 96;
  localparam BACK_PORCH_UTIME = 144;
  localparam VISIBLE_AREA_UTIME = 784;
  localparam COUNTER = 800;
  localparam COUNTER_BIT = 10;
  localparam CLKS = 7'd96;
  wire [COUNTER_BIT-1:0] s_cnt;
  counterN_en #(COUNTER, COUNTER_BIT) hsync_counter0 (
    .clk(clk), .i_sclr(i_sclr), .i_en(i_px_clk), .o_cnt(s_cnt)
  );
  assign o_hsync_enb = (s_cnt < PULSE_UTIME) ? 1'b1 : 1'b0;
  assign o_addr_enb = (s_cnt >= BACK_PORCH_UTIME && s_cnt < VISIBLE_AREA_UTIME) ? 1'b1 : 1'b0;
  assign o_idx = s_cnt - BACK_PORCH_UTIME;
endmodule
module shift_left_register #(
  parameter BITS = 32
) (
  input wire clk, i_sclr, i_en, i_dat,
  output wire [BITS-1:0] o_data
);
  reg [BITS-1:0] s_bits;
  always @(posedge clk) begin
    if (i_sclr) begin
      s_bits <= {BITS{1'b0}};
    end else if (i_en) begin
      s_bits <= {s_bits[BITS-2:0], i_dat};
    end
  end
  assign o_data = s_bits;
endmodule
module vsync (
  input wire clk, i_sclr, i_ven,
  output wire o_vsync_enb, o_addr_enb,
  output wire o_frame_en,
  output wire [8:0] o_idx
);
  localparam VSYNC_PULSE_UTIME = 2;
  localparam BACK_PORCH_UTIME = 35;
  localparam VISIBLE_AREA_UTIME = 515;
  localparam COUNTER = 525;  
  localparam COUNTER_BIT = 10;
  wire [COUNTER_BIT-1:0] s_cnt;
  wire [9:0] s_idx;
  wire s_frame_en;
  wire [2:0] s_frame_enb;
  counterN_en #(COUNTER, COUNTER_BIT) vsync_counter0 (
    .clk(clk), .i_sclr(i_sclr), .i_en(i_ven), .o_cnt(s_cnt)
  );
  assign o_vsync_enb = (s_cnt < VSYNC_PULSE_UTIME) ? 1'b1 : 1'b0;
  assign o_addr_enb = (s_cnt >= BACK_PORCH_UTIME && s_cnt < VISIBLE_AREA_UTIME) ? 1'b1 : 1'b0;
  assign s_idx = s_cnt - BACK_PORCH_UTIME;
  assign o_idx = s_idx[8:0];
  assign s_frame_en = (s_cnt == 10'd0) ? 1'b1 : 1'b0;
  shift_left_register #(3) shift_left_register0(
    .clk(clk), .i_sclr(i_sclr), .i_en(1'b1), .i_dat(s_frame_en), .o_data(s_frame_enb)
  );
  assign o_frame_en = (s_frame_enb == 3'b011) ? 1'b1 : 1'b0;
endmodule
module mux2 #(
  parameter WIDTH = 32
) (
  input wire [WIDTH-1:0] i_d0, i_d1,
  input wire i_s,
  output wire [WIDTH-1:0] o_y
);
  assign o_y = i_s ? i_d1 : i_d0;
endmodule
module gen_640_480 (
  input wire clk, i_sclr, i_px_clk,
  input wire i_haddr_enb, i_vaddr_enb,
  input wire i_frame_en,
  input wire [9:0] i_hidx,  
  input wire [8:0] i_vidx,  
  output wire [3:0] o_vga_red, o_vga_green, o_vga_blue
);
  wire s_area_en;
  localparam RED = 12'hF00;
  localparam BLUE = 12'h00F;
  localparam WIDTH = 10'd640;
  localparam HEIGHT = 9'd480;
  wire [49:0] s_data0;
  reg [49:0] s_data1;
  wire [9:0] s_llimitx0, s_ulimitx0;
  wire [8:0] s_llimity0, s_ulimity0;
  wire [9:0] s_llimitx1, s_ulimitx1;
  wire [8:0] s_llimity1, s_ulimity1;
  wire [11:0] s_color0, s_color1;
  always @(posedge clk) begin
    if (i_sclr) begin
      s_data1 <= {RED, 10'd100, 10'd200, 9'd100, 9'd200};
    end else if (i_frame_en) begin
      s_data1 <= {s_color0, s_llimitx0, s_ulimitx0, s_llimity0, s_ulimity0};
    end
  end
  assign {s_color1, s_llimitx1, s_ulimitx1, s_llimity1, s_ulimity1} = s_data1;
  assign s_color0 = RED+1'd1;  
  assign s_llimitx0 = (s_llimitx1 == WIDTH) ? 10'd0 : s_llimitx1 + 1'd1;
  assign s_ulimitx0 = (s_ulimitx1 == WIDTH) ? 10'd0 : s_ulimitx1 + 1'd1;
  assign s_llimity0 = (s_llimity1 == HEIGHT) ? 9'd0 : s_llimity1 + 1'd1;
  assign s_ulimity0 = (s_ulimity1 == HEIGHT) ? 9'd0 : s_ulimity1 + 1'd1;
  wire [11:0] s_color2;
  assign s_area_en = (i_haddr_enb & (i_hidx >= s_llimitx1 && i_hidx < s_ulimitx1)) & (i_vaddr_enb & (i_vidx >= s_llimity1 && i_vidx < s_ulimity1));
  assign s_color2 = (s_area_en) ? s_color1 : BLUE;
  wire [11:0] s_color;
  mux2 #(12) mux2_0(
    .i_d0(12'h000),
    .i_d1(s_color2),
    .i_s(i_vaddr_enb & i_haddr_enb),
    .o_y(s_color)
  );
  assign o_vga_red = s_color[11:8];
  assign o_vga_green = s_color[7:4];
  assign o_vga_blue = s_color[3:0];
endmodule
module counter_en #(
  parameter WIDTH = 4
) (
  input wire clk, i_sclr, i_en,
  output wire [WIDTH-1:0] o_cnt
);
  wire [WIDTH-1:0] w_cnt_0, w_cnt_1;
  flopr_en #(WIDTH) flopr_en0(
    .clk(clk),
    .i_sclr(i_sclr),
    .i_en(i_en),
    .i_a(w_cnt_0),
    .o_y(w_cnt_1)
  );
  assign w_cnt_0 = w_cnt_1 + 1'b1;
  assign o_cnt = w_cnt_1;
endmodule
module hex_decoder (
  input wire [3:0] i_num,
  output reg [6:0] o_seg7
);
  always @* begin
    case (i_num)
      4'h0: o_seg7 <= 7'b100_0000;
      4'h1: o_seg7 <= 7'b111_1001;
      4'd2: o_seg7 <= 7'b010_0100;
      4'h3: o_seg7 <= 7'b011_0000;
      4'h4: o_seg7 <= 7'b001_1001;
      4'h5: o_seg7 <= 7'b001_0010;
      4'h6: o_seg7 <= 7'b000_0010;
      4'h7: o_seg7 <= 7'b101_1000;
      4'h8: o_seg7 <= 7'b000_0000;
      4'h9: o_seg7 <= 7'b001_0000;
      4'ha: o_seg7 <= 7'b000_1000;
      4'hb: o_seg7 <= 7'b000_0011;
      4'hc: o_seg7 <= 7'b100_0110;
      4'hd: o_seg7 <= 7'b010_0001;
      4'he: o_seg7 <= 7'b000_0110;
      4'hf: o_seg7 <= 7'b000_1110;
      default: o_seg7 <= 7'bXXX_XXXX;
    endcase
  end
endmodule
module hex_display (
  input wire [23:0] i_num,
  output wire [6:0] o_hex0,
  output wire [6:0] o_hex1,
  output wire [6:0] o_hex2,
  output wire [6:0] o_hex3,
  output wire [6:0] o_hex4,
  output wire [6:0] o_hex5
);
  genvar i;
  wire [41:0] s_hex;
  generate
    for(i = 0; i < 6; i=i+1) begin: gen_decoder
      hex_decoder dec0(
        .i_num(i_num[i*4+3:i*4]),
        .o_seg7(s_hex[i*7+6:i*7])
      );
    end
  endgenerate
  assign o_hex0 = s_hex[6:0];
  assign o_hex1 = s_hex[13:7];
  assign o_hex2 = s_hex[20:14];
  assign o_hex3 = s_hex[27:21];
  assign o_hex4 = s_hex[34:28];
  assign o_hex5 = s_hex[41:35];
endmodule
module top (
  input wire clk, i_sclr,
  output wire [3:0] o_vga_red, o_vga_green, o_vga_blue,
  output wire o_vga_hsync, o_vga_vsync,
  output wire [6:0] o_hex0, o_hex1, o_hex2, o_hex3, o_hex4, o_hex5
);
  wire s_px_clk, s_ven;
  wire s_frame_en;
  wire s_hsync_enb, s_vsync_enb;
  wire [9:0] s_hidx;  
  wire [8:0] s_vidx;  
  wire s_haddr_enb, s_vaddr_enb;
  wire [3:0] s_red, s_green, s_blue;
  px_clk px_clk0(
    .clk(clk), .i_sclr(i_sclr),
    .o_px_clk(s_px_clk),
    .o_ven(s_ven)
  );
  hsync hsync0 (
    .clk(clk), .i_sclr(i_sclr), .i_px_clk(s_px_clk),
    .o_hsync_enb(o_vga_hsync), .o_addr_enb(s_haddr_enb),
    .o_idx(s_hidx)
  );
  vsync vsync0 (
    .clk(clk), .i_sclr(i_sclr), .i_ven(s_ven),
    .o_vsync_enb(o_vga_vsync), .o_addr_enb(s_vaddr_enb),
    .o_frame_en(s_frame_en),
    .o_idx(s_vidx)
  );
  wire [23:0] s_frame_cnt;
  counter_en #(24) counter_en_frame(
    .clk(clk), .i_sclr(i_sclr), .i_en(s_frame_en),
    .o_cnt(s_frame_cnt)
  );
  hex_display hex_display0 (
    .i_num(s_frame_cnt),
    .o_hex0(o_hex0),
    .o_hex1(o_hex1),
    .o_hex2(o_hex2),
    .o_hex3(o_hex3),
    .o_hex4(o_hex4),
    .o_hex5(o_hex5)
  );
  gen_640_480 gen_640_480_0 (
    .clk(clk), .i_sclr(i_sclr), .i_px_clk(s_px_clk),
    .i_haddr_enb(s_haddr_enb), .i_hidx(s_hidx),
    .i_vaddr_enb(s_vaddr_enb), .i_vidx(s_vidx),
    .i_frame_en(s_frame_en),
    .o_vga_red(o_vga_red), .o_vga_green(o_vga_green), .o_vga_blue(o_vga_blue)
  );
endmodule

===== /design/flow/run.sh =====
#!/bin/bash
# OpenROAD 26Q1-2900-gdf79404cd8, Yosys 0.63+post, stock flow scripts
make -C /OpenROAD-flow-scripts/flow DESIGN_CONFIG=/design/flow/config.mk WORK_HOME=/design/flow/orfs finish

==> flow_summary.yaml <==
# flow metrics
logic_synthesis:
  synth_flops: 140
  top_area_cell: "dfxtp_1"
  ys_seq_share_pct: 34.9
  yosys.area_share.simple_pct: 20.2
  ys_cells: 930
  mux_share_pct: 4.95
  synth_area_per_cell_um2: 8.64
  synth.distinct_cells: 67
  ys_sh_aoi_pct: 11.1
  synth-edff-count: 0
  flop_cell: "dfxtp_1"
  topCellsByArea: "dfxtp_1, ha_1, xnor2_1, nor2_1, mux2i_1"
  top_cell: "dfxtp_1"
  common_cells: "dfxtp_1, nor2_1, ha_1"
  synth_cells: 930
  yosys_warnings: 7
  fa_ha_area_share_pct: 13.9
  async_reset_ff_share_pct: 0
  top_logic_kind: "simple AND/OR/NAND/NOR gates"
  ys_chip_area_um2: 8040
  top_cell_area_share_pct: 34.9
  synthesis.area_um2: 8040
  xor_share_pct: 8.28
critical_path:
  crit_slowest_cell: "clkdlybuf4s50_1"
  crit_path_frequent_cell: "ha_1"
  reg2reg_depth: 9
  crit_required_ns: 4.56
  worst-endpoint-arrival_ns: 3.87
  worstPathMaxFanout: 7
  cp-end-kind: "output pin"
  crit_start: "vsync0.vsync_counter0.flopr_en0.o_y[0]$_SDFFE_PP0P_"
  worstSetupEndpoint: "o_vga_red[2]"
  r2r-start: "counter_en_frame.flopr_en0.o_y[0]$_SDFFE_PP0P_"
  critPathKind: "flip-flop to output pin"
  cp-start-kind: "flip-flop"
  slowest_delay_ns: 0.51
  reg2reg_slack_ns: 2.63
  r2r_end: "o_hex4[3]$_DFF_P_"
  worstPathCellList: "ha_1 > or4_1 > a211oi_1 > xor2_1 > ha_1 > and4_1 > a221oi_1 > o2111ai_1 > nor2_1 > clkdlybuf4s50_1"
die:
  fp.dieW_um: 144
  io_pins: 58
  fp_util_pct: 41.0
  num_rows: 51
  die-area_um2: 20700
  core_um2: 19600
  dieHeight_um: 144
pwr:
  p_leak_nw: 3.81
  power_density_nw_per_um2: 228
  ir_drop_mv: 0.192
final_timing:
  fin_hold_ws_ns: 0.465
  finalSetupViolCount: 0
  period_minus_slack_ns: 5.01
  drv_slew: 0
  hold_violations: 0
  maxSlewHeadroom_pct: 42.9
  fin_crit_sh_pct: 87.8
  tns_ns: 0
  max_freq_mhz: 200
  rsz0062_at_grt: "false"
  clock_skew_ns: 0.00883
  tightest_slew_ns: 0.833
clock_tree:
  cts-root-buf: "clkbuf_16"
  cts_buffers: 17
  cts_tree: "built"
  cts.clk_slew.worst_paths_ns: 0.06
  cts_buffer_depth: 2
  clkLatencyLatePin_ns: 0.42
  holdBufCountCts: 0
  postCtsSetupBuffers: 0
  htree_levels: 4
  cts_num_sinks: 140
  cts_resized: 0
drt:
  viasPerCell: 4.88
  wl_met1_mm: 8.49
  wl_met3_um: 659
  drt_pass1_iterations: 4
  wire_per_inst_um: 12.8
  wl_met2_mm: 6.70
  drt-initial-drc-count: 337
  antenna_cells: 0
  drt_wl_total_mm: 16.0
  drc_errors: 0
  ant_nets: 0
  top_layer_used: "met4"
  vias: 6102
grt:
  grt_overflow: 0
  antenna_found_initial: 0
  grt_max_degree: 36
  grt_pass1_wl_mm: 27.2
  grt_pass1_vias: 5724
  grt_usage_pct: 16.6
worst_hold_path:
  min_path_type: "flip-flop to flip-flop"
layout:
  regArea_um2: 2800
  fill_cells: 1862
  combGateArea_um2: 4710
  drive_gt1_share_pct: 6.90
  area_growth_pct: 16.1
placed_design:
  hpwl_mm: 11.3
  place.gp.congestion: 0.832
  io_buffers: 53
job:
  tool_warnings: 63
  cap_violations: 0
run_status:
  status: "complete, no violations"
## registers in the layout, indices dropped and copies added (netlist names)
signal	cells
px_clk0.toggle0.r_sw	1
px_clk0.enableN_gen0.counterN_en0.flopr_en0.o_y	11
o_hex4	7
o_hex1	7
o_hex3	7
vsync0.vsync_counter0.flopr_en0.o_y	10
vsync0.shift_left_register0.s_bits	3
o_hex5	7
hsync0.hsync_counter0.flopr_en0.o_y	10
o_hex2	7
gen_640_480_0.s_data1	39
counter_en_frame.flopr_en0.o_y	24
o_hex0	7
## power by group
| part | internal, mW | switching (mW) |
|---|---|---|
| logic | 0.0204 | 0.0352 |
| registers | 0.988 | 0.00898 |
| clock network | 0.627 | 0.444 |
| total | 1.64 | 0.488 |
## per-layer routing
metal / track usage, % / vias to the layer above
met5: 0 / -
met3: 3.36 / 7
met1: 25.9 / 2750
met2: 24.9 / 80
li1: - / 3265
met4: 1.29 / 0
## layout by cell type (no fill, tap or decap), types with 5 or more instances in the layout
cell / synthesis / layout
dfxtp_1: 140 / 140
nor2_1: 91 / 91
ha_1: 89 / 89
inv_1: 84 / 84
nand2_1: 78 / 78
xnor2_1: 52 / 52
clkdlybuf4s50_1: 0 / 52
nand3_1: 38 / 38
mux2i_1: 33 / 33
a21oi_1: 28 / 28
xor2_1: 24 / 24
o21ai_0: 21 / 21
nor3_1: 20 / 20
nand4_1: 20 / 20
clkbuf_16: 0 / 17
and3_1: 15 / 15
a21o_1: 13 / 13
nor4_1: 12 / 12
o22ai_1: 11 / 11
nor2b_1: 10 / 10
o31ai_1: 9 / 9
o2bb2ai_1: 7 / 7
buf_4: 10 / 7
or4_1: 6 / 6
or2_2: 6 / 6
nand2b_1: 6 / 6
or3_1: 5 / 5
## per-stage QoR
| step | instance area [µm²] | utilization (%) | power [mW] | std cells | worst slack [ns] |
|---|---|---|---|---|---|
| after floorplan | 8050 | - | 1.06 | 933 | 1.82 |
| after global placement | 8760 | 44.7 | 1.07 | 1218 | 1.13 |
| after detailed placement | 8760 | 44.7 | 1.07 | 1218 | 1.04 |
| after CTS | 9330 | 47.6 | 2.15 | 1250 | 0.607 |
| after global routing | 9330 | 47.6 | 2.20 | 1250 | 0.306 |
| final | 9330 | 47.6 | 2.12 | 1250 | 0.694 |
## area by class of cell
| cell class | count | share of cell area, % |
|---|---|---|
| sequential | 140 | 30.0 |
| timing repair buffer | 60 | 6.19 |
| clock inverter | 12 | 1.23 |
| tap | 265 | 3.55 |
| inverter | 90 | 3.62 |
| clock buffer | 20 | 4.89 |
| multi-input combinational | 663 | 50.5 |
## worst min path at each step
| stage | start | endpoint | cells past startpoint |
|---|---|---|---|
| 4_1_cts | flip-flop | flip-flop | 1 |
| 6_report | flip-flop | flip-flop | 1 |
| 5_1_grt | flip-flop | flip-flop | 1 |
## logic make-up (layout without fill, tap and decap cells)
group                    after synthesis  in the layout
XOR/XNOR                              76             76
AND/OR/NAND/NOR                      327            327
multiplexers                          38             38
buffers and inverters                130            182
other                                  1              4
AND-OR/OR-AND                        129            129
flip-flops                           140            140
adder cells (fa/ha/maj)               89             89
## critical path, delay by kind of cell (launching register included)
family / cells / cell delay (ns)
AND/OR/NAND/NOR: 3 / 0.94
flip-flops: 1 / 0.37
AND-OR/OR-AND: 3 / 0.81
adder cells (fa/ha/maj): 2 / 0.58
XOR/XNOR: 1 / 0.23
buffers and inverters: 1 / 0.51
Power is estimated from default activity; no workload was simulated.
